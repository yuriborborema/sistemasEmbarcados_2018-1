==> config.mk <==
export PLATFORM = sky130hd
export DESIGN_NAME = control_unit
export DESIGN_NICKNAME = control_unit
export VERILOG_FILES = /design/flow/design.v
export SDC_FILE = /design/flow/constraint.sdc
export NUM_CORES = 4
export LEC_CHECK = 1
export CORE_AREA = 10 10 70 70
export DIE_AREA = 0 0 80 80
==> constraint.sdc <==
current_design control_unit

set clk_period 1.6
set clk_io_pct 0.2

create_clock -name clk0 -period $clk_period [get_ports {KEY}]

set non_clock_inputs [all_inputs -no_clocks]
set_input_delay [expr $clk_period * $clk_io_pct] -clock clk0 $non_clock_inputs
set_output_delay [expr $clk_period * $clk_io_pct] -clock clk0 [all_outputs]
==> design.v <==
module ULA(a,b,op,result);
	input [3:0] a,b;
	input [1:0] op;
	output reg [3:0] result;
	parameter sum=0,sub=1,mult=2,div=3;	
	always @ (*) begin
		case(op) 
			sum: result <= a + b;
			sub: result <= a - b;
			mult: result <= a * b;
			div: result <= a/b;
			default: result <= 0;
		endcase
	end
endmodule
module control_unit(HEX0,HEX1,HEX2,HEX3,KEY);  
	output [7:0] HEX0,HEX1,HEX2,HEX3;
	input [1:0] KEY;
	reg [3:0] a,b;
	reg [1:0] op;
	wire result;	
	ULA ULA(
		.a(a),
		.b(b),
		.op(op),
		.result(result)
	);	
	display displayA(
		.number(a),
		.seg(HEX1)
	);
	display displayB(
		.number(b),
		.seg(HEX2)
	);
	display displayOp(
		.number(op),
		.seg(HEX0)
	);
	display displayResult(
		.number(result),
		.seg(HEX3)
	);
	always @ (posedge KEY[0]) begin 
		op <= op + 1 ;
	end
	always @ (posedge KEY[1]) begin 
		if(a < 4'hf) a <= a + 1 ;
		else a <= 0;
	end 
	always @ (posedge KEY[2]) begin 
		if(b < 4'hf) b <= b + 1 ;
		else b <= 0;
	end
endmodule	
module display(number,seg);
	input [3:0] number;
   output reg [7:0] seg;
	always @ (number) begin
		case(number)  
			4'h0: seg = 8'hc0;
			4'h1: seg = 8'hf9;
			4'h2: seg = 8'ha4;
			4'h3: seg = 8'hb0;
			4'h4: seg = 8'h99;
			4'h5: seg = 8'h92;
			4'h6: seg = 8'h82;
			4'h7: seg = 8'hf8;
			4'h8: seg = 8'h80;
			4'h9: seg = 8'h90;
			4'ha: seg = 8'h88;
			4'hb: seg = 8'h83;
			4'hc: seg = 8'hc6;
			4'hd: seg = 8'ha1;
			4'he: seg = 8'h86;
			4'hf: seg = 8'h8e;
		endcase
	end
endmodule 
==> run.sh <==
#!/bin/bash
# OpenROAD 26Q1-2900-gdf79404cd8, Yosys 0.63+post, stock flow scripts
make -C /OpenROAD-flow-scripts/flow DESIGN_CONFIG=/design/flow/config.mk WORK_HOME=/design/flow/orfs finish
==> results_slide.txt <==
Key Metrics from the Run

Run status
  • Outcome: finished, final reports clean

Synthesis
  • Post-synth area from yosys stat: 1089 sq um
  • Seq/Total Area, Yosys: 0.3126
  • EDFF count, synth: 0
  • Dominant cell area share: 0.3126
  • Area leader, netlist: dfxtp_1
  • Ys flops: 17
  • Async S/R FF share, synth: 0
  • Main area contributors: dfxtp_1 (31%), buf_4 (16%), ha_1 (5.7%)
  • Yosys cell count: 121
  • Synth unique cells: 42
  • Mapped Cells: 121
  • Synth Flop Type: dfxtp_1
  • Commonest cells post-synth: buf_4 (23), dfxtp_1 (17), inv_1 (9)
  • Synthesized area: 1089 sq um
  • Mean Syn Cell Area: 8.996 sq um
  • YS warnings: 7
  • Synth top cell by count: buf_4

Clock tree
  • CTS clk-pin slew, worst paths: 0.05 ns
  • Insertion delay to the later sink of the worst-skew pair: 0.23 ns
  • CTS tree: yes
  • CTS hold repair buffers: 0
  • CTS sink cnt: 17

Placement
  • RD Place Congestion: 0.8420
  • Port buffer count: 13
  • Post-DP HPWL: 1688 um
  • Placed cell count: 178

Setup path
  • Worst Reg-to-Reg Cells: 5
  • CP bufs+invs: 2
  • CP peak stage delay: 0.35 ns
  • Reg-to-Reg Start: a[0]
  • WP data required: 1.72 ns
  • Startpoint types: register
  • Cell family with most CP delay: AND-OR/OR-AND gates
  • Worst-path cell chain: inv_1 -> ha_1 -> inv_1 -> a22o_1 -> a221o_1
  • Crit-path slowest cell: dfxtp_2
  • Reg2reg setup slack: 0.16 ns
  • CP Class: register to register
  • Worst path most repeated cell: inv_1
  • Critical Path Sink Type: register
  • Reg-to-reg endpoint: HEX1[6]
  • Crit-path max FO: 4
  • Critical path data arrival time: 1.56 ns

Power
  • Combinational group share of total power: 0.004
  • Int Power: 0.6022 mW
  • Sequential Power Share: 0.614
  • Power Dens Cells: 558.0 nW/um^2
  • Static leakage: 0.5003 nW
  • Sw frac: 0.1295
  • Psw: 0.08962 mW
  • Largest vdd supply drop: 0.3405 mV
  • Clock power frac: 0.383

Layout
  • Comb area: 550.5 sq um
  • Share of cells above drive strength 1: 0.1655
  • Sequential Area: 344.1 sq um
  • Fin cells: 185
  • Post-layout util: 0.3630
  • Fill cell count: 345
  • Layout area overhead: 13.91%

Floorplan
  • Top-Level Pins: 34
  • Chip area: 6400 sq um
  • Die W: 80 um
  • Die span in y: 80 um
  • Core area: 3416 sq um
  • Initial cell density of the core: 0.3187
  • FP Rows: 21

Detailed routing
  • # DRC: 0
  • Via count: 838
  • Antenna Nets Post-Route: 0
  • WL final: 2185 um
  • Diode count: 0
  • DR iter-0 viols: 65
  • TritonRoute pass-1 iters: 4
  • WL/cell: 11.81 um
  • Via density: 4.530

Timing
  • RSZ-0062 raised after global routing: no
  • Relative slew margins: 0.6077
  • Slew @ Worst Pin: 0.5876 ns
  • Total negative slack: 0 ns
  • Tcrit/Tclk final: 0.8999
  • Setup Viol. Count Final: 0
  • Maximum clock frequency: 0.6945 GHz
  • Final Hold Fails: 0
  • Max Slew Vio Count: 0
  • Tmin final: 1.440 ns
  • Clock skew: 0.0007695 ns
  • Fin Hold WS: 0.4241 ns

Flow run
  • Max-cap violations: 0
  • Tool warnings: 74

Min path
  • Min-delay src: op[1]
  • Worst Hold Path EP: HEX0[5]
  • Worst hold path type: register to register
  • Hold path cells: 1

Global route
  • Largest net degree at the start of global routing: 21
  • Vias in the first global route: 830
  • Gr ovfl total: 0
  • Overall Global Routing Usage: 0.06913
  • Antenna violations before repair: 0
  • Global-route wire length before repair: 3643 um
## layer usage
metal  vias to the layer above  track usage  wire, um
met3                         2      0.03409       212
li1                        414            -         -
met4                         0      0.01056         4
met2                        34       0.1035       910
met1                       388      0.08924      1058
met5                         -            0         0
## worst register-to-register path, cell delays in order (launching register included)
cell and delay, ns:
dfxtp_2 0.35, inv_1 0.08, ha_1 0.32, inv_1 0.07, a22o_1 0.22, a221o_1 0.28
## sequential cells by signal, indices dropped and copies added (netlist names)
| register | cells |
|---|---|
| a | 4 |
| op | 2 |
| HEX0 | 4 |
| HEX1 | 7 |
## power groups by stage
stage / combinational [mW] / clock, mW / sequential [mW]
CTS: 0.00407 / 0.345 / 0.423
global route: 0.00558 / 0.361 / 0.423
finish: 0.00253 / 0.265 / 0.424
## how the worst max path moves through the flow
stage     startpoint      end  slack (ns)  cells past startpoint
4_1_cts         a[2]  HEX1[6]        0.09                      3
5_1_grt         a[3]  HEX1[2]        0.01                      3
6_report        a[0]  HEX1[6]        0.16                      5
## final cells by class
cell class                 instances  area share
inverter                           9     0.02725
sequential                        17      0.2775
multi-input combinational         83      0.4440
timing repair buffer              23      0.1655
tap                               46     0.04642
clock buffer                       7     0.03935
## stage by stage
step	worst slack (ns)	total power, mW	instance area, sq um
after CTS	0.09222	0.7725	1239
final	0.1601	0.6919	1240
after detailed placement	0.1085	0.4365	1190
after floorplan	0.05440	0.4655	1157
after global placement	0.1060	0.4378	1190
after global routing	0.01420	0.7895	1240
## kinds of logic (layout without fill, tap and decap cells)
family | Yosys count | after routing | share of synthesized area
AND-OR/OR-AND | 28 | 28 | 0.1931
XOR/XNOR | 3 | 3 | 0.02414
adder cells (fa/ha/maj) | 6 | 6 | 0.06782
buffers and inverters | 38 | 39 | 0.2402
flip-flops | 17 | 17 | 0.3126
multiplexers | 1 | 1 | 0.009196
other | 2 | 19 | 0.006899
AND/OR/NAND/NOR | 26 | 26 | 0.1460
## placed cells by master (no fill, tap or decap), drive strengths merged, types with 2 or more instances in the layout
cell / n
nor2: 3
clkbuf: 7
dfxtp: 17
o21ai: 4
buf: 10
a31oi: 2
a21oi: 5
conb: 19
inv: 9
xor2: 2
nand2b: 7
ha: 5
nand4b: 2
a21boi: 4
nand2: 4
nand3b: 3
clkdlybuf4s50: 13
## repair_timing
action,4_1_cts,5_1_grt
setup endpoints to repair,0,1
resized,0,1
buffers inserted,0,0
Power and IR drop assume default switching activity.
